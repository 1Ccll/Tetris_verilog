--- /design/flow/design.v ---
`timescale 1ns / 1ps
module edge_transfer(
    input clk, 
    input rst_n,     
    input signal_in,    
    output wire pulse   
);
    parameter CNT_MAX = 21'd200000; 
    reg [20:0] cnt;
    reg key_sync0;
    reg key_sync1;
    always @(posedge clk or negedge rst_n) begin
        if (!rst_n) begin
            key_sync0 <= 1'b0;
            key_sync1 <= 1'b0;
        end
        else begin
            key_sync0 <= signal_in; 
            key_sync1 <= key_sync0; 
        end
    end
    reg key_stable;
    always @(posedge clk or negedge rst_n) begin
        if (!rst_n) begin
            cnt <= 20'd0;
            key_stable <= 1'b0;
        end
        else begin
            if (key_sync1 != key_stable) begin
                if (cnt < CNT_MAX) begin
                    cnt <= cnt + 1'b1;
                end
                else begin
                    key_stable <= key_sync1;
                    cnt <= 20'd0;
                end
            end
            else begin
                cnt <= 20'd0;
            end
        end
    end
    reg key_stable_d1; 
    always @(posedge clk or negedge rst_n) begin
        if (!rst_n) 
            key_stable_d1 <= 1'b0;
        else 
            key_stable_d1 <= key_stable;
    end
    assign pulse = key_stable & (~key_stable_d1);
endmodule
--- /design/flow/run.sh ---
#!/bin/bash
# OpenROAD 26Q1-2900-gdf79404cd8, Yosys 0.63+post, stock flow scripts
make -C /OpenROAD-flow-scripts/flow DESIGN_CONFIG=/design/flow/config.mk WORK_HOME=/design/flow/orfs finish
--- /design/flow/config.mk ---
export PLATFORM = sky130hd
export DESIGN_NAME = edge_transfer
export DESIGN_NICKNAME = edge_transfer
export VERILOG_FILES = /design/flow/design.v
export SDC_FILE = /design/flow/constraint.sdc
export NUM_CORES = 4
export LEC_CHECK = 1
export CORE_AREA = 10 10 87 87
export DIE_AREA = 0 0 97 97
--- /design/flow/constraint.sdc ---
current_design edge_transfer

set clk_period 4.3
set clk_io_pct 0.2

create_clock -name clk0 -period $clk_period [get_ports {clk}]

set non_clock_inputs [all_inputs -no_clocks]
set_input_delay [expr $clk_period * $clk_io_pct] -clock clk0 $non_clock_inputs
set_output_delay [expr $clk_period * $clk_io_pct] -clock clk0 [all_outputs]
==> results.txt <==
Observations from the implementation run.

Final layout:
- The run gives the most numerous logic cell after layout as sky130_fd_sc_hd__dfrtp_1.
- The layout has 594 filler cells.
- The finished layout reports a core utilization of 22.6%.
- The run puts the area added between synthesis and finish at 15.4%.
- By instance count after routing, the leading logic cell types are sky130_fd_sc_hd__dfrtp_1 (25), sky130_fd_sc_hd__nor2_1 (21), sky130_fd_sc_hd__xnor2_1 (11).
- The run gives the fraction of final layout cells sized beyond drive strength 1 as 9.73%.

Place:
- The run gives the count of buffers from port buffering as 3.
- The run gives the half-perimeter wire length after detailed placement as 1250 um.
- Routability-driven placement finished with a final weighted congestion of 0.798.

Global route:
- The first global-routing pass estimated 3320 um of wire.
- The run gives the residual overflow from global routing as 0.
- The initial antenna violation count is 0.
- The run puts the maximum number of pins on one net before global-route repair at 26.
- The run gives the via count of the first global-routing pass as 738.
- The run puts the aggregate global-route resource usage at 3.93%.

Die:
- The run puts the chip footprint at 9410 um^2.
- At the floorplan stage, the core utilization is reported as 19.6%.
- The run puts the total I/O pin count at 4.
- The run gives the die extent in x as 97 um.
- The run puts the vertical die size at 97 um.
- The run gives the area of the core as 5640 um^2.
- The run gives the standard-cell row count as 27.

Logic synthesis:
- The run puts the number of synthesized register bits at 25.
- The run puts the mean post-synth cell area at 10.6 um^2.
- The number of cells reported by Yosys stat comes to 104.
- The run puts the count of unique library cells instantiated by Yosys at 29.
- The run gives the netlist area before placement as 1110 um^2.
- Synthesis handed over a netlist of 104 instances.
- The run gives the yosys-reported design area after synthesis as 1110 um^2.
- Per the synth stats, the flop cell with the highest instance count is sky130_fd_sc_hd__dfrtp_1.
- The run puts the async set or reset register ratio after synthesis at 100%.
- The run puts the yosys warning tally at 1.
- Summing the sequential cell areas from Yosys gives 56.5% of the chip area.
- In this run, synthesis inferred 0 flip-flops with an integrated enable.

Timing:
- The final layout reports a setup TNS of 0 ns.
- The run gives the slew at the pin closest to its max-slew limit as 0.695 ns.
- Endpoints failing hold in the final report were tallied at 0.
- The run puts the fmax at 471 MHz.
- The run puts the relative slew slack at 53.7%.
- The run puts the clock skew at 0.00372 ns.
- The run puts the shortest period the worst path allows at 2.12 ns.
- Setup violations remaining at the end of the flow were counted as 0.
- The run gives the number of pins exceeding their max-slew limit in the final report as 0.
- The run puts the final worst-path cycle share at 49.3%.
- Setup repair after global routing left no endpoint under its margin.
- The run puts the worst hold slack at 0.353 ns.

Setup path:
- The worst setup path is launched from a flip-flop.
- Among all stages on the critical path, the maximum delay recorded is 0.47 ns.
- The run puts the largest fanout on the critical path at 4.
- The largest individual stage delay along the critical path comes from the cell sky130_fd_sc_hd__clkdlybuf4s50_1.
- The run puts the worst path required time at 3.44 ns.
- Per the timing report, the most critical flop-to-flop path originates at cnt[0].
- The worst setup path is captured at an output port.
- The run gives the slack of the worst reg-to-reg path as 2.54 ns.
- Walking the worst path, the cells encountered are nor2b_1, clkdlybuf4s50_1.
- The critical path is of the reg -> out type.
- The run gives the critical path data arrival time as 1.26 ns.
- Per the timing report, the most critical flop-to-flop path finishes at cnt[16].
- The number of cells on the worst reg-to-reg path is 5.

Power and ir drop:
- The run gives the leakage power summed over all cells as 0.503 nW.
- The run puts the power per cell area at 308 nW/um^2.
- The run gives the maximum VDD drop as 0.268 mV.

Route:
- The routed layout has 714 vias.
- After detailed routing, the wire length on met1 is 890 um.
- The run puts the number of optimization iterations in the first detailed-route pass at 4.
- Signal nets in the final route climb as high as met4.
- Per the log, the first TritonRoute iteration ended with a DRC count of 22.
- The run puts the final routed DRC violation total at 0.
- The run gives the routed wire length as 1750 um.
- The run puts the remaining antenna violation count at 0.
- The run puts the number of antenna repair diodes at 0.
- The run puts the met2 wire length at 775 um.
- The run puts the routed length on met3 at 53 um.
- After detailed routing, the average wire length per cell comes to 9.46 um.
- After detailed routing, the number of vias per cell comes to 3.86.

Outcome:
- The run finished with clean final reports.

CTS:
- The run puts the number of resized instances in the post-cts repair step at 0.
- The run puts the source-to-sink clock delay at the later pin of the worst-skew pair at 0.26 ns.
- CTS built an H-tree with a depth of 1.
- The run gives the CTS sink count as 25.
- The run puts the number of hold buffers added after cts at 0.
- The run puts the CTS clock-pin slew for the worst setup and hold paths at 0.08 ns.
- The run puts the maximum buffer depth of the clock tree at 2.
- The number of setup buffers added after CTS is 0.
- Looking at the clock tree report, the root buffer type is sky130_fd_sc_hd__clkbuf_8.
- TritonCTS built the clock tree.
- Clock tree synthesis inserted a total of 3 buffers.

Min path:
- Note that the worst hold path type here is reg -> reg.
- The worst hold path terminates at key_sync1.
- Looking at hold timing, the worst path starts from key_sync0.
- The run puts the number of instances on the worst hold path at 0.

Flow run:
- In this run the tools logged warnings totalling 25.
- The run gives the number of max-cap violations as 0.
Yosys cell counts, types with 2 or more instances:
master	number	area (um^2)
sky130_fd_sc_hd__a21oi_1	3	15.0
sky130_fd_sc_hd__dfrtp_1	25	626
sky130_fd_sc_hd__inv_1	4	15.0
sky130_fd_sc_hd__nand2_1	3	11.3
sky130_fd_sc_hd__nand3_1	5	25.0
sky130_fd_sc_hd__nand4_1	4	25.0
sky130_fd_sc_hd__nor2_1	21	78.8
sky130_fd_sc_hd__nor3_1	2	10.0
sky130_fd_sc_hd__nor4_1	5	31.3
sky130_fd_sc_hd__or3_1	2	12.5
sky130_fd_sc_hd__xnor2_1	11	96.3
sky130_fd_sc_hd__xor2_1	2	17.5
sequential cells by signal (all words and copies together), names as in the netlist:
register	count
cnt	21
key_stable	1
key_stable_d1	1
key_sync0	1
key_sync1	1
how the worst max path moves through the flow:
| stage | slack [ns] | start | end | cells after the start |
|---|---|---|---|---|
| 4_1_cts | 2.15 | key_stable | pulse | 2 |
| 5_1_grt | 2.11 | key_stable | pulse | 2 |
| 6_report | 2.18 | key_stable | pulse | 2 |
area by class of cell:
class | instances | area [um^2] | area share, %
flip-flops and latches | 25 | 626 | 49.0
multi-input cells | 76 | 463 | 36.2
well taps | 72 | 90.1 | 7.05
clock buffers | 3 | 41.3 | 3.23
repair buffers | 4 | 37.5 | 2.94
inverters | 4 | 15.0 | 1.18
clock inverters | 1 | 5.00 | 0.392
through the flow:
| stage | power (mW) | setup slack [ns] | cells | instance area, um^2 |
|---|---|---|---|---|
| after floorplan | 0.256 | 2.70 | 106 | 1110 |
| after global routing | 0.415 | 2.11 | 185 | 1280 |
| final | 0.393 | 2.18 | 185 | 1280 |
| after CTS | 0.403 | 2.15 | 185 | 1280 |
| after detailed placement | 0.266 | 2.45 | 181 | 1230 |
| after global placement | 0.266 | 2.48 | 181 | 1230 |
critical path: cells and delay by family, from the launching register on:
family | cells | cell delay, ns
buf+inv | 1 | 0.47
flops | 1 | 0.39
simple gates | 1 | 0.14
layer usage:
metal	track usage [%]	up-vias
met5	0	-
met4	0.676	0
met3	1.00	2
met2	6.13	5
met1	5.42	336
li1	-	371
kinds of logic (layout without fill, tap and decap cells):
logic type / count (synthesis) / after routing / synth area share, %
fa+ha+maj: 1 / 1 / 1.13
xor+xnor: 13 / 13 / 10.3
compound gates: 10 / 10 / 6.89
other cells: 1 / 3 / 0.339
buf+inv: 5 / 12 / 2.37
simple gates: 48 / 48 / 21.5
flops: 25 / 25 / 56.5
mux: 1 / 1 / 1.02
where the power goes:
group | total [mW] | switching, mW | internal (mW)
sequential | 0.242 | 0.00255 | 0.240
combinational | 0.0182 | 0.0113 | 0.00696
clock | 0.133 | 0.0681 | 0.0646
total | 0.393 | 0.0819 | 0.311
Power and IR drop assume default switching activity.
